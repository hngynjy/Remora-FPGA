File: flow/config.mk
export PLATFORM = sky130hd
export DESIGN_NAME = spi_slave
export DESIGN_NICKNAME = spi_slave
export VERILOG_FILES = /design/flow/design.v
export SDC_FILE = /design/flow/constraint.sdc
export NUM_CORES = 4
export LEC_CHECK = 1
export CORE_UTILIZATION = 30
File: flow/constraint.sdc
current_design spi_slave

set clk_period 7.1
set clk_io_pct 0.2

create_clock -name clk0 -period $clk_period [get_ports {clk}]

set non_clock_inputs [all_inputs -no_clocks]
set_input_delay [expr $clk_period * $clk_io_pct] -clock clk0 $non_clock_inputs
set_output_delay [expr $clk_period * $clk_io_pct] -clock clk0 [all_outputs]
File: flow/design.v
module spi_slave
    #(parameter BUFFER_SIZE=64, parameter MSGID=32'h74697277, parameter TIMEOUT=4800000)
    (
        input clk,
        input SPI_SCK,
        input SPI_SSEL,
        input SPI_MOSI,
        input [BUFFER_SIZE-1:0] tx_data,
        output [BUFFER_SIZE-1:0] rx_data,
        output SPI_MISO,
        output pkg_timeout
    );
    reg [31:0] timeout_counter = 0;
    reg[2:0] SCKr;  always @(posedge clk) SCKr <= {SCKr[1:0], SPI_SCK};
    wire SCK_risingedge = (SCKr[2:1]==2'b01);   
    wire SCK_fallingedge = (SCKr[2:1]==2'b10);   
    reg[2:0] SSELr;  always @(posedge clk) SSELr <= {SSELr[1:0], SPI_SSEL};
    wire SSEL_active = ~SSELr[1];   
    wire SSEL_startmessage = (SSELr[2:1]==2'b10);   
    wire SSEL_endmessage = (SSELr[2:1]==2'b01);   
    reg[15:0] bitcnt;
    reg byte_received;   
    reg[BUFFER_SIZE-1:0] byte_data_received;
    reg[BUFFER_SIZE-1:0] byte_data_receive;
    reg[BUFFER_SIZE-1:0] byte_data_sent;
    reg timeout = 0;
    assign pkg_timeout = timeout;
    assign rx_data = byte_data_received;
    always @(posedge clk)
    begin
        if(~SSEL_active) begin
            bitcnt <= 16'd0;
        end else begin
            if(SCK_risingedge) begin
                bitcnt <= bitcnt + 16'd1;
                byte_data_receive <= {byte_data_receive[BUFFER_SIZE-2:0], SPI_MOSI};
            end
        end
    end
    always @(posedge clk) byte_received <= SSEL_active && SCK_risingedge && (bitcnt == BUFFER_SIZE);
    always @(posedge clk) begin
        if (SSEL_endmessage) begin
            if (byte_data_receive[BUFFER_SIZE-1:BUFFER_SIZE-32] == MSGID) begin
                byte_data_received <= byte_data_receive;
                timeout_counter = 0;
            end
        end
        if (timeout_counter < TIMEOUT) begin
            timeout_counter = timeout_counter + 1;
            timeout <= 0;
        end else begin
            timeout <= 1;
        end
    end
    always @(posedge clk)
    if(SSEL_active)
    begin
        if(SSEL_startmessage) begin
            byte_data_sent = tx_data;
        end else begin
            if(SCK_fallingedge) begin
                if(bitcnt==16'd0)
                  byte_data_sent <= 8'h00;   
                else
                  byte_data_sent <= {byte_data_sent[BUFFER_SIZE-2:0], 1'b0};
            end
        end
    end
    assign SPI_MISO = byte_data_sent[BUFFER_SIZE-1];   
endmodule
File: flow/run.sh
#!/bin/bash
# OpenROAD 26Q1-2900-gdf79404cd8, Yosys 0.63+post, stock flow scripts
make -C /OpenROAD-flow-scripts/flow DESIGN_CONFIG=/design/flow/config.mk WORK_HOME=/design/flow/orfs finish
==> results.json <==
{
  "status": "completed",
  "ys.flops": 247,
  "tool_warnings": 26,
  "finalSetupTns_ps": 0,
  "worstSkewPairLatency_ps": 540,
  "ff_type": "edfxtp_1",
  "initCoreUtil_pct": 30.7,
  "finalCritPeriodShare_pct": 48.6,
  "crit_buf_inv": 2,
  "slew_viol_final": 0,
  "finalHoldViolCount": 0,
  "finalSetupViolCount": 0,
  "ys_seq_share_pct": 77.6,
  "cts-root-buf": "clkbuf_16",
  "grt_max_degree": 66,
  "fin_cells": 1097,
  "layout_min_cycle_time_ps": 3450,
  "syn_area_um2": 8850,
  "cpPeakStageDelay_ps": 680,
  "whs_path_depth": 0,
  "min_path_type": "reg -> reg",
  "skew_ps": 22.1,
  "routedWlPerCell_um": 15.1,
  "antenna_left": 0,
  "grt_use_total_pct": 11.4,
  "crit_path_end_kind": "register",
  "portBuffers": 133,
  "hold_path_end": "SCKr[1]$_DFF_P_",
  "die_h_um": 174,
  "ys.warnings.count": 1,
  "timing_worst_setup_path_type": "reg -> reg",
  "clk_path_buf_depth": 3,
  "clkSinkCount": 247,
  "timing.rr.end": "byte_data_received[2]$_DFFE_PP_",
  "cts_hold_buf": 0,
  "r2r_start": "byte_data_receive[57]$_DFFE_PP_",
  "ys_types": 40,
  "drc_errors": 0,
  "netlist_instances": 551,
  "fp.dieW_um": 174,
  "yosys_area_um2": 8850,
  "num_rows": 62,
  "power_density_nw_per_um2": 273,
  "drt_first_pass_iters": 4,
  "max-cap-violations": 0,
  "clk_pin_slew_worst_paths_ps": 70,
  "vdd_drop_max_mv": 0.167,
  "fmax_mhz": 290,
  "post_cts_buffers": 0,
  "htreeDepth": 1,
  "grt_setup_unrepaired": "false",
  "antenna_cells": 0,
  "io_pins": 134,
  "dieArea_um2": 30200,
  "overflow": 0,
  "via_count": 5037,
  "crit_fanout": 45,
  "numCtsBuffers": 26,
  "dp.cells": 1049,
  "via_per_inst": 4.59,
  "slowest_stage": "or4b_2",
  "areaGrowthSynthToFinish_pct": 31.0,
  "critPathArrivalTime_ps": 3620,
  "grt_pass1_wl_mm": 26.2,
  "lay_top_count": "edfxtp_1",
  "path_cells": "or4b_2, nor3_1, nand3_1, clkinv_2, buf_4",
  "relSlewSlack_pct": 47.1,
  "dp_hpwl_mm": 10.1,
  "critPathLaunchType": "register",
  "layout_top_cells": "edfxtp_1 (192), clkdlybuf4s50_1 (133), a22o_1 (63)",
  "edf_count": 192,
  "drt-initial-drc-count": 419,
  "cts_resized": 0,
  "gp_congestion": 0.798,
  "wirelength_mm": 16.6,
  "p_leak_nw": 3.85,
  "min_from": "SCKr[0]$_DFF_P_",
  "antenna_found_initial": 0,
  "ys_cells": 551,
  "cts_tree": "done",
  "grt_pass1_vias": 4838,
  "critical-path-top-delay-family": "simple AND/OR/NAND/NOR gates",
  "crit_cells": 5,
  "reg2reg_depth": 5,
  "worst_pin_slew_ps": 789,
  "syn_avg_cell_area_um2": 16.1,
  "async_reset_ff_share_pct": 0,
  "r2r_slack_ps": 3650,
  "drive_above_1_share_pct": 8.42,
  "worstPathRequired_ps": 7270,
  "core_um2": 28900
}
[stage by stage]
stage                     worst slack (ps)  power [mW]  utilization [%]  instance area (um2)  hold WS, ps
after floorplan                       1640        1.69                -                 8850          310
after global placement                3710        1.75             36.9                10700          314
after detailed placement              3620        1.75             36.9                10700          316
after CTS                             3580        3.20             40.2                11600          334
after global routing                  3360        3.27             40.2                11600          346
final                                 3650        3.16             40.2                11600          331
[area by class of cell]
type,count,area (um2)
tap,384,480
timing repair buffer,139,1380
fill,2581,17300
multi-input combinational,270,1890
inverter,9,35.0
clock inverter,17,236
clock buffer,31,712
sequential,247,6870
[layer usage]
metal | wire [um] | up-vias | part of all wire (%) | GRT usage [%]
met5 | 0 | - | 0 | 0
met1 | 7610 | 2435 | 46 | 18.8
li1 | - | 2449 | - | -
met4 | 291 | 0 | 1.8 | 2.01
met3 | 1220 | 27 | 7.4 | 3.83
met2 | 7450 | 126 | 45 | 15.9
[report_power, final]
group,switching (mW),leakage (nW),total (mW),internal [mW]
Clock,0.569,0.449,1.44,0.874
Sequential,0.0141,2.24,1.61,1.60
Combinational,0.0503,1.16,0.111,0.0605
Total,0.633,3.85,3.16,2.53
[worst max-delay path by stage]
stage / startpoint / end / slack (ps)
CTS: byte_data_receive[57]$_DFFE_PP_ / byte_data_received[2]$_DFFE_PP_ / 3580
global route: byte_data_receive[57]$_DFFE_PP_ / byte_data_received[52]$_DFFE_PP_ / 3360
finish: byte_data_receive[57]$_DFFE_PP_ / byte_data_received[2]$_DFFE_PP_ / 3650
[state kept, by name, summed over array words and instances (netlist names)]
register	cells
byte_data_sent	64
SSELr	3
timeout	1
byte_data_received	64
byte_data_receive	64
SCKr	3
timeout_counter	32
bitcnt	16
[cells in the mapped netlist (all sizes together), types with 6 or more instances]
cell / instances / area [um2]
or3: 13 / 81.3
and4: 6 / 52.6
clkbuf: 20 / 75.1
nor2: 27 / 101
nor3: 6 / 30.0
nand2: 13 / 48.8
nand4: 11 / 68.8
and2: 16 / 100
a22o: 63 / 552
dfxtp: 55 / 1100
xnor2: 16 / 140
edfxtp: 192 / 5770
a21oi: 17 / 85.1
nor4: 13 / 81.3
inv: 9 / 33.8
o21ai: 15 / 75.1
nand3: 10 / 50.1
[cells by family after synthesis]
logic type / synth area share (%)
AOI/OAI and AO/OA: 8.99
muxes: 0.353
xor gates and xnor gates: 2.08
DFF: 77.6
adders and majority gates: 0.424
and+or+nand+nor: 9.09
buffers and inverters: 1.48
No activity file was given, so power comes from the tool's default toggle rates.
