==> flow/design.v <==
module pwm
    #(parameter BITS = 16)
    (
        input clk,
        input [BITS - 1 : 0] dty,
        output pwm
    );
    reg rPwm = 0;
    reg [BITS - 1 : 0] rDuty = 0;
    wire pwmNext;
    wire [BITS - 1 : 0] dutyNext;
    always @(posedge clk)
    begin
        rPwm <= pwmNext;
        rDuty <= dutyNext;
    end
    assign dutyNext = rDuty + 1;
    assign pwmNext = rDuty < dty;
    assign pwm = rPwm;
endmodule
module sine_pwm
    #(parameter START = 0)
    (
        input clk,
        input [31:0] freq,
        output pwm_out
    );
    reg [31:0] clk_cnt = 0;
    reg [7:0] cnt = START;
    always@ (posedge(clk))
    begin
        clk_cnt = clk_cnt + 1;
        if (clk_cnt >= freq) begin
            clk_cnt = 0;
            cnt = cnt + 1;
            if (cnt == 29)
                cnt = 0;
        end
    end
    reg [7:0] sine_tbl [0:29];
    initial begin
        sine_tbl[0] = 128;
        sine_tbl[1] = 153;
        sine_tbl[2] = 177;
        sine_tbl[3] = 199;
        sine_tbl[4] = 217;
        sine_tbl[5] = 232;
        sine_tbl[6] = 242;
        sine_tbl[7] = 247;
        sine_tbl[8] = 247;
        sine_tbl[9] = 242;
        sine_tbl[10] = 232;
        sine_tbl[11] = 217;
        sine_tbl[12] = 199;
        sine_tbl[13] = 177;
        sine_tbl[14] = 153;
        sine_tbl[15] = 128;
        sine_tbl[16] = 103;
        sine_tbl[17] = 79;
        sine_tbl[18] = 57;
        sine_tbl[19] = 39;
        sine_tbl[20] = 24;
        sine_tbl[21] = 14;
        sine_tbl[22] = 9;
        sine_tbl[23] = 9;
        sine_tbl[24] = 14;
        sine_tbl[25] = 24;
        sine_tbl[26] = 39;
        sine_tbl[27] = 57;
        sine_tbl[28] = 79;
        sine_tbl[29] = 103;
    end
    wire [7:0] dty = sine_tbl[cnt];
    pwm #(8) pwm (
        .clk (clk),
        .dty (dty),
        .pwm (pwm_out)
    );
endmodule
==> flow/run.sh <==
#!/bin/bash
# OpenROAD 26Q1-2900-gdf79404cd8, Yosys 0.63+post, stock flow scripts
make -C /OpenROAD-flow-scripts/flow DESIGN_CONFIG=/design/flow/config.mk WORK_HOME=/design/flow/orfs finish
==> flow/config.mk <==
export PLATFORM = sky130hd
export DESIGN_NAME = sine_pwm
export DESIGN_NICKNAME = sine_pwm
export VERILOG_FILES = /design/flow/design.v
export SDC_FILE = /design/flow/constraint.sdc
export NUM_CORES = 4
export LEC_CHECK = 1
export CORE_UTILIZATION = 50
==> flow/constraint.sdc <==
current_design sine_pwm

set clk_period 8.7
set clk_io_pct 0.2

create_clock -name clk0 -period $clk_period [get_ports {clk}]

set non_clock_inputs [all_inputs -no_clocks]
set_input_delay [expr $clk_period * $clk_io_pct] -clock clk0 $non_clock_inputs
set_output_delay [expr $clk_period * $clk_io_pct] -clock clk0 [all_outputs]
==> results_dict.tcl <==
# yosys + openroad results
set metrics [dict create \
    grt_pass1_vias 2826 \
    synth-edff-count 8 \
    power.density_nw_per_um2 97.1 \
    warnings 32 \
    area_leaders "dfxtp_1, ha_1, inv_1" \
    cts_root_buffer "clkbuf_8" \
    yosysWarnings 2 \
    grt_max_degree 34 \
    outcome "finished, final reports clean" \
    clockBufferDepth 2 \
    initCoreUtil_pct 52.5 \
    n_fill_cell 625 \
    num_vias 3048 \
    slew_violations 0 \
    n_antenna_cell 0 \
    clock_latency_ns 0.30 \
    vdd_ir_drop_max_v 0.0000627 \
    fmaxAchievable_ghz 0.250 \
    holdCritStartpoint "pwm.rDuty[0]" \
    drt-total-wl_mm 7.37 \
    ys_seq_share_pct 27.6 \
    syn_area_per_cell_sq_um 8.63 \
    drtPass1Iterations 4 \
    cts_resized 0 \
    yosysChipArea_sq_um 3850 \
    power_mw 0.423 \
    flop_cell "dfxtp_1" \
    grt_pass1_wl_mm 13.2 \
    tightestPinTransition_ns 0.714 \
    period_needed_ns 4.00 \
    antenna_found_initial 0 \
    numPortBuffers 33 \
    hold_path.class "reg2reg" \
    finalSetupTns_ns 0 \
    crit-reg2reg-launch "clk_cnt[16]" \
    logic_area_sq_um 2430 \
    finalClockSkew_ns 0.00561 \
    cts_sinks 49 \
    synth-async-reset-ratio_pct 0 \
    ant_nets 0 \
    yosysCellCount 446 \
    cts_buffers 5 \
    crit_fanout 33 \
    drive_above_1_share_pct 7.68 \
    endpoint_kind "flop" \
    whs_path_depth 1 \
    cts-htree-levels 2 \
    io_pins 34 \
    die_area_sq_um 8050 \
    rsz0062_at_grt "no" \
    cts_tree "built" \
    r2r_cells 11 \
    die_h_microns 89.7 \
    top_area_share_pct 21.3 \
    top_area_cell "dfxtp_1" \
    required_ns 8.68 \
    synth.ff_latch_count 49 \
    crit_arrival_ns 3.97 \
    drtIter0Drc 131 \
    wl_per_cell_microns 13.0 \
    cap_violations 0 \
    core_region_area_sq_um 7330 \
    start_kind "primary input" \
    overflow 0 \
    cts.clk_slew.worst_paths_ns 0.08 \
    die_x_microns 89.7 \
    gp_congestion 0.833 \
    vias_per_cell 5.37 \
    area_growth_pct 13.1 \
    seq_area_sq_um 1060 \
    post_cts_buffers 0 \
    dp_hpwl_mm 5.50 \
    num_rows 31 \
    cts.hold.buffers_added 0 \
    hold_viol 0 \
    finalNonFillerCells 568 \
    syn_inst 446 \
    fin_util_pct 59.4 \
    drc 0 \
    synth.distinct_cells 50 \
    place_inst 560 \
    syn_area_sq_um 3850 \
    dpl_cell_area_sq_um 4240 \
    period_used_pct 45.9 \
    worst-setup-path-type "in2reg" \
    leakage_nw 2.09 \
    startpoint "freq[29]" \
    setup_viol 0 \
    slew_headroom_pct 52.4 \
    grtUsageTotal_pct 20.0 \
    finalInstanceArea_sq_um 4350 \
]
-- power breakdown --
part	total, mW	leakage (nW)	switching [mW]	internal, mW
Combinational	0.0269	1.65	0.00935	0.0175
Sequential	0.229	0.384	0.0000115	0.229
Clock	0.167	0.0585	0.0729	0.0937
Total	0.423	2.09	0.0823	0.340
-- sequential cells by signal (all words and copies together), names as in the netlist --
name	cells
clk_cnt	32
cnt	8
pwm.rDuty	8
pwm.rPwm	1
-- kinds of logic after synthesis --
family / Yosys count / synth area share (%)
fa+ha+maj: 49 / 15.9
flops: 49 / 27.6
simple gates: 115 / 18.7
xor+xnor: 43 / 9.79
buf+inv: 93 / 9.56
mux: 4 / 1.04
compound gates: 93 / 17.4
-- worst paths after layout --
| check | to | slack [ns] |
|---|---|---|
| min reg2reg | pwm.rDuty[0] | 0.44 |
| min | pwm.rDuty[0] | 0.44 |
| max | cnt[3] | 4.70 |
| max reg2reg | cnt[3] | 4.79 |
-- per-stage QoR --
| stage | hold WS, ns | setup slack, ns |
|---|---|---|
| finish | 0.443 | 4.70 |
| global route | 0.460 | 4.50 |
| CTS | 0.451 | 4.71 |
| detailed placement | 0.430 | 4.39 |
| global placement | 0.426 | 4.45 |
| floorplan | 0.391 | 5.04 |
-- cell usage in the layout (no fill, tap or decap), types with 5 or more instances in the layout --
cell type / synthesis / routed
o21ai_0: 17 / 17
xnor2_1: 30 / 30
and4_1: 6 / 6
a21o_1: 9 / 9
nor2_1: 16 / 16
a211oi_1: 25 / 25
nor3_1: 11 / 11
ha_1: 49 / 49
nand4_1: 10 / 10
nand2_1: 18 / 18
clkdlybuf4s50_1: 0 / 33
a211oi_2: 7 / 7
a31oi_1: 7 / 7
a21oi_1: 17 / 17
inv_1: 71 / 71
clkbuf_8: 0 / 6
edfxtp_1: 8 / 8
nor4_2: 7 / 7
xor2_1: 13 / 13
and3_1: 8 / 8
nand3_1: 18 / 18
dfxtp_1: 41 / 41
nor2b_1: 5 / 5
-- area by class of cell --
cell class                      count  share of cell area [%]
Clock inverter                      1                   0.690
Multi-Input combinational cell    304                    55.8
Tap cell                           99                    2.85
Timing Repair Buffer               36                    8.11
Inverter                           72                    6.21
Sequential cell                    49                    24.4
Clock buffer                        7                    1.98
-- Yosys cell counts (2+ instances only) --
| master | n |
|---|---|
| a31oi_1 | 7 |
| a21oi_1 | 17 |
| clkbuf_1 | 13 |
| mux2i_1 | 4 |
| o2111ai_1 | 2 |
| nor2_1 | 16 |
| o21ai_0 | 17 |
| or2_2 | 3 |
| nand4_1 | 10 |
| nor2b_1 | 5 |
| inv_1 | 71 |
| a211oi_2 | 7 |
| ha_1 | 49 |
| xnor2_1 | 30 |
| a21o_1 | 9 |
| nor3_1 | 11 |
| xor2_1 | 13 |
| edfxtp_1 | 8 |
| dfxtp_1 | 41 |
| nand3_1 | 18 |
| nand2b_1 | 2 |
| and4_1 | 6 |
| and3_1 | 8 |
| nand2_1 | 18 |
| nor4_2 | 7 |
| a211oi_1 | 25 |
| buf_2 | 6 |
-- routing by layer --
layer  up-vias  wire, microns  GRT usage [%]
met5         -              0              0
met4         0             78           1.64
met3         6            170           1.72
met2        35           3390           32.6
met1      1389           3730           31.2
li1       1618              -              -
-- worst max-delay path, cell delays in order --
cell             delay, ns
clkdlybuf4s50_1       0.45
inv_1                 0.04
ha_1                  0.28
nand4_1               0.13
or2_2                 0.38
o2111ai_2             0.20
buf_4                 0.40
a21o_1                0.33
No activity file was given, so power comes from the tool's default toggle rates.
