File: /design/flow/run.sh
#!/bin/bash
# OpenROAD 26Q1-2900-gdf79404cd8, Yosys 0.63+post, stock flow scripts
make -C /OpenROAD-flow-scripts/flow DESIGN_CONFIG=/design/flow/config.mk WORK_HOME=/design/flow/orfs finish
File: /design/flow/config.mk
export PLATFORM = sky130hd
export DESIGN_NAME = rcservo
export DESIGN_NICKNAME = rcservo
export VERILOG_FILES = /design/flow/design.v
export SDC_FILE = /design/flow/constraint.sdc
export NUM_CORES = 4
export LEC_CHECK = 1
export CORE_UTILIZATION = 30
File: /design/flow/constraint.sdc
current_design rcservo

set clk_period 18.7
set clk_io_pct 0.2

create_clock -name clk0 -period $clk_period [get_ports {clk}]

set non_clock_inputs [all_inputs -no_clocks]
set_input_delay [expr $clk_period * $clk_io_pct] -clock clk0 $non_clock_inputs
set_output_delay [expr $clk_period * $clk_io_pct] -clock clk0 [all_outputs]
File: /design/flow/design.v
module rcservo
    #(
        parameter servo_freq = 480000,  
        parameter servo_center = 72000,  
        parameter servo_scale = 64
    )
    (
        input clk,
        input signed [31:0] jointFreqCmd,
        output signed [31:0] jointFeedback,
        output PWM
    );
    reg [31:0] jointCounter = 32'd0;
    reg [31:0] jointFreqCmdAbs = 32'd0;
    reg signed [31:0] jointFeedbackMem = 32'd0;
    reg step = 0;
    assign jointFeedback = jointFeedbackMem;
    always @ (posedge clk) begin
        if (jointFreqCmd > 0) begin
            jointFreqCmdAbs = jointFreqCmd / 2;
        end else begin
            jointFreqCmdAbs = -jointFreqCmd / 2;
        end
        jointCounter <= jointCounter + 1;
        if (jointFreqCmd != 0) begin
            if (jointCounter >= jointFreqCmdAbs) begin
                step <= ~step;
                jointCounter <= 32'b0;
                if (step) begin
                    if (jointFreqCmd > 0) begin
                        jointFeedbackMem = jointFeedbackMem + 1;
                    end else begin
                        jointFeedbackMem = jointFeedbackMem - 1;
                    end
                end
            end
        end
    end
    reg pulse = 0;
    assign PWM = pulse;
    reg [31:0] counter = 0;
    always @ (posedge clk) begin
        counter = counter + 1;
        if (counter == servo_freq) begin
            pulse = 1;
            counter = 0;
        end else if (counter == servo_center + jointFeedbackMem / servo_scale) begin
            pulse = 0;
        end
    end
endmodule
==> impl_metrics.csv <==
group,metric,value,unit
outcome,outcome,"finished, final reports clean",
timing,maxSlewHeadroom,36.8,%
timing,rsz0062_at_grt,"false",
routing,drt_wl_total,22900,µm
synthesis,ys_cells,1145,
worst_setup_path,worstSetupPathType,"in2reg",
clocking,cts.repair.resized,0,
pwr,pwr-share-comb,16.2,%
final_layout,area_growth,13.1,%
global_route,grt.total_usage,14.2,%
global_route,grt_max_degree,63,
final_layout,utilization,34.8,%
pwr,p_leak,3.97,nW
routing,dr.pass1.iters,5,
clocking,cts_hold_buf,0,
pwr,p_seq_share,45.7,%
routing,via_per_inst,5.30,
job,log.warning_count,26,
clocking,root_buffer,"clkbuf_16",
pwr,p_switching,0.000129,W
synthesis,edf_count,33,
routing,drc_errors,0,
placed_design,dp_hpwl,17700,µm
clocking,cts_buffers,9,
timing,period_used_share,53.5,%
floorplan,core-area,0.0309,mm²
routing,antennaDiodeCount,0,
timing,tns,0,ps
timing,hold_slack,467,ps
floorplan,fp_util,30.7,%
pwr,clkPwrFrac,38.0,%
routing,drtIter0Drc,402,
worst_setup_path,arrival,10000,ps
synthesis,ys_area,0.00950,mm²
timing,finalHoldViolCount,0,
worst_setup_path,start_kind,"primary input",
placed_design,gp_congestion,0.934,
worst_setup_path,r2r_slack,15300,ps
synthesis,ys_types,91,
global_route,grt_first_pass_wirelength,37800,µm
clocking,clkLatencyLatePin,350,ps
synthesis,synthTopCellsByArea,"dfxtp_1 14%, edfxtp_1 10%, ha_1 9.3%, xnor2_1 8.1%, a21oi_1 4.7%",
worst_hold_path,hp-class,"reg2reg",
global_route,gr-total-overflow,0,
synthesis,synth_area,0.00950,mm²
synthesis,synthArstFlopShare,0,%
pwr,finalPower,0.000483,W
floorplan,die-area,0.0324,mm²
synthesis,ys.flop_type,"dfxtp_1",
synthesis,avgSynthCellArea,8.30,µm²
synthesis,ys.flops,98,
global_route,grt_pass1_vias,7591,
routing,via_count,8360,
pwr,p_sw_share,26.8,%
routing,antenna_left,0,
floorplan,die_h,180,µm
floorplan,die_width,180,µm
pwr,power_density,44.9,mW/mm²
worst_setup_path,cp-end-kind,"flip-flop",
synthesis,largest_area_cell,"dfxtp_1",
clocking,cts_tree,"done",
pwr,p_int,0.000353,W
clocking,path_clk_slew,70,ps
timing,fmax,100,MHz
timing,worst_pin_slew,942,ps
floorplan,std_cell_rows,64,
timing,clock_skew,10.4,ps
synthesis,ys_seq_share,24.1,%
worst_setup_path,worstPathRequired,18700,ps
job,drv_cap,0,
routing,post_drt_wl_per_cell,14.5,µm
floorplan,num_io_pins,66,
timing,drv_slew,0,
synthesis,top_cell_area_share,13.7,%
worst_setup_path,cp_max_fo,34,
clocking,clock_sinks,98,
synthesis,synth_cells,1145,
timing,finalSetupViolations,0,
placed_design,io_buffers,65,
pwr,peakVddDrop,0.0413,mV
synthesis,ys_warn_count,1,
final_layout,drive_above_1_share,5.25,%
global_route,antenna_found_initial,0,
clocking,clk_path_buf_depth,2,
clocking,htree_levels,3,
timing,fin_crit,10000,ps
clocking,cts_setup_buffers,0,
layout make-up:
cell class	count	area (µm²)
clock buffers	12	256
clock inverters	4	31.3
repair buffers	71	696
flip-flops and latches	98	2290
inverters	41	159
fillers	3191	20200
multi-input cells	955	6820
well taps	396	495
routing by layer:
layer	up-vias	global-route usage, %	routed length, µm
met5	-	0	0
met4	0	2.48	393
met3	26	1.71	926
met2	188	22.0	10100
met1	3782	21.7	11400
li1	4364	-	-
flip-flops by register name, indices dropped and copies added (netlist names):
signal,flops
jointFeedbackMem,32
counter,32
jointCounter,32
pulse,1
step,1
layout by cell type (no fill, tap or decap), types with 5 or more instances in the layout:
master	instances
xor2_1	49
nor4_1	15
nand2_1	70
inv_1	40
a31oi_1	8
a21oi_1	88
o21ai_0	41
edfxtp_1	33
ha_1	71
nor2b_1	11
nor4_2	5
o2111ai_1	5
nand4_1	38
o21bai_1	6
nor2_1	92
o21a_1	8
and4_1	9
nand2b_1	13
a211oi_1	15
and2_1	13
xnor3_1	5
a21o_1	31
o211ai_1	13
or4_1	10
xnor2_1	88
buf_4	6
clkdlybuf4s50_1	65
or3_1	9
dfxtp_1	65
nor3b_1	9
nor3_1	29
and3_1	24
nand3_1	58
o31ai_1	9
clkbuf_16	9
mux2i_1	5
synth_stat cells, types with 6 or more instances:
master	instances
o21ai_0	41
o21bai_1	6
o211ai_1	13
o21a_1	8
or4_1	10
nor2_1	92
inv_1	40
xor2_1	49
nor3b_1	9
dfxtp_1	65
a211oi_1	15
and3_1	24
o31ai_1	9
a21oi_1	89
nand2b_1	13
nor4_1	15
a21o_1	31
xnor2_1	88
a31oi_1	8
or3_1	9
and4_1	9
clkbuf_1	26
nand2_1	70
nor3_1	29
ha_1	71
edfxtp_1	33
nand3_1	58
and2_1	13
nor2b_1	11
buf_2	18
nand4_1	38
critical path, stage by stage:
cell and delay, ps:
clkdlybuf4s50_1 680, or4_1 830, nor2_2 290, nand2_1 130, nor2_1 240, xor2_1 110
nor2_1 110, ha_1 170, ha_1 180, and3_1 190, o311ai_1 190, a211oi_2 370
nand3_1 210, o22ai_1 200, a21oi_1 110, xnor2_1 160, ha_1 310, nand4_1 110
or4_1 530, o221ai_2 190, buf_4 350, and3_1 220, buf_4 380
through the flow:
step / worst slack [ps] / area, µm² / instances
final: 8700 / 10700 / 1577
after global placement: 8440 / 10500 / 1561
after CTS: 8690 / 10700 / 1577
after floorplan: 9560 / 9500 / 1145
after global routing: 8230 / 10700 / 1577
after detailed placement: 8330 / 10500 / 1561
cells by family after synthesis:
| family | Yosys count | synth area share (%) |
|---|---|---|
| adders and majority gates | 72 | 9.56 |
| and+or+nand+nor | 437 | 25.5 |
| muxes | 7 | 0.764 |
| xor gates and xnor gates | 147 | 15.0 |
| DFF | 98 | 24.1 |
| buffers and inverters | 92 | 4.27 |
| AOI/OAI and AO/OA | 292 | 20.8 |
power groups by stage:
| stage | combinational (W) | sequential [W] | clock, W |
|---|---|---|---|
| final | 0.0000784 | 0.000221 | 0.000184 |
| after global routing | 0.0000881 | 0.000221 | 0.000197 |
| after CTS | 0.0000785 | 0.000221 | 0.000188 |
worst paths after layout:
check                                          from              endpoint  cells past startpoint
worst max register to register  jointFeedbackMem[0]  jointFeedbackMem[30]                      8
worst min-delay path                          pulse                 pulse                      2
worst min register to register                pulse                 pulse                      2
worst max-delay path                jointFreqCmd[3]  jointFeedbackMem[29]                     23
Power figures rest on the tool's default switching activity, not on a simulated workload.
